===== run.sh =====
#!/bin/bash
# OpenROAD 26Q1-2900-gdf79404cd8, Yosys 0.63+post, stock flow scripts
make -C /OpenROAD-flow-scripts/flow DESIGN_CONFIG=/design/flow/config.mk WORK_HOME=/design/flow/orfs finish

===== config.mk =====
export PLATFORM = sky130hd
export DESIGN_NAME = top
export DESIGN_NICKNAME = top
export VERILOG_FILES = /design/flow/design.v
export SDC_FILE = /design/flow/constraint.sdc
export NUM_CORES = 4
export LEC_CHECK = 1
export CORE_UTILIZATION = 30

===== constraint.sdc =====
current_design top

set clk_period 8.3
set clk_io_pct 0.2

create_clock -name clk0 -period $clk_period [get_ports {hz100}]

set non_clock_inputs [all_inputs -no_clocks]
set_input_delay [expr $clk_period * $clk_io_pct] -clock clk0 $non_clock_inputs
set_output_delay [expr $clk_period * $clk_io_pct] -clock clk0 [all_outputs]

===== design.v =====
`default_nettype none
module top 
(
    input logic hz100, reset,
    input logic [20:0] pb,
    output logic [7:0] left, right,
           ss7, ss6, ss5, ss4, ss3, ss2, ss1, ss0,
    output logic red, green, blue,
    output logic [7:0] txdata,
    input logic [7:0] rxdata,
    output logic txclk, rxclk,
    input logic txready, rxready
);
    logic clk, rst;
    assign clk = hz100;
    assign rst = reset;
    logic isGameComplete;
    logic [6:0] length;
    logic [3:0] displayOut, nextDisplayOut;
    logic button;
    logic [1:0] blinkToggle;
    logic goodCollButton, badCollButton;
    logic delayFlash;
    logic [3:0] bcd_ones, bcd_tens, bcd_hundreds;
    score_posedge_detector posDetector2 (.clk(clk), .nRst(~rst), .goodColl_i(pb[0]), .badColl_i(pb[1]), .goodColl(goodCollButton), .badColl(badCollButton));
    score_tracker3 track1 (.clk(clk), .nRst(~rst), .goodColl(goodCollButton), .badColl(badCollButton), .dispScore(), .current_score(), .isGameComplete(isGameComplete), .bcd_ones(bcd_ones), .bcd_tens(bcd_tens), .bcd_hundreds(bcd_hundreds));
    toggle_screen toggle1(.displayOut(displayOut), .blinkToggle(blinkToggle), .clk(clk), .rst(rst), .bcd_ones(bcd_ones), .bcd_tens(bcd_tens), .bcd_hundreds(bcd_hundreds));
    ssdec ssdec1(.in(displayOut), .enable(blinkToggle == 1), .out(ss0[6:0]));
    ssdec ssdec2(.in(displayOut), .enable(blinkToggle == 2), .out(ss1[6:0]));
    ssdec ssdec3(.in(displayOut), .enable(blinkToggle == 0), .out(ss2[6:0]));
endmodule
module toggle_screen (
    input logic clk, rst,
    input logic [3:0] bcd_ones, bcd_tens, bcd_hundreds,
    output logic [3:0] displayOut,
    output logic [1:0] blinkToggle
);
logic [1:0] nextBlinkToggle;
logic [3:0] nextDisplayOut;
always_ff @(posedge clk or posedge rst) begin
    if (rst) begin
        blinkToggle <= 2'b0;
        displayOut <= 0;
    end else begin
        blinkToggle <= nextBlinkToggle;
        displayOut <= nextDisplayOut;
    end
end
always_comb begin
    nextBlinkToggle = 2'b0;
    nextDisplayOut = 4'b0;
    if (blinkToggle < 2'd2) begin
        nextBlinkToggle = blinkToggle + 2'b1;
    end else begin
        nextBlinkToggle = 2'b0;
    end
    if (blinkToggle == 0) begin
        nextDisplayOut = bcd_ones;
    end else if (blinkToggle == 1) begin
        nextDisplayOut = bcd_tens;
    end else begin
        nextDisplayOut = bcd_hundreds;
    end
end
endmodule
module score_posedge_detector (
    input logic clk, nRst, goodColl_i, badColl_i,
    output logic goodColl, badColl
);
logic [1:0] N;
logic [1:0] sig_out;
logic [1:0] posEdge;
always_ff @(posedge clk, negedge nRst) begin
    if (~nRst) begin
        N <= 2'b0;
        sig_out <= 2'b0;
    end else begin
        N <= {goodColl_i, badColl_i};
        sig_out <= N;
    end
end
assign posEdge = N & ~sig_out;
assign goodColl = posEdge[1];
assign badColl = posEdge[0];
endmodule
module ssdec (
input logic [3:0] in,
input logic enable,
output logic [6:0] out
);
always_comb begin
  case(in)
    4'b0000: begin out = 7'b0111111; end
    4'b0001: begin out = 7'b0000110; end
    4'b0010: begin out = 7'b1011011; end
    4'b0011: begin out = 7'b1001111; end
    4'b0100: begin out = 7'b1100110; end
    4'b0101: begin out = 7'b1101101; end
    4'b0110: begin out = 7'b1111101; end
    4'b0111: begin out = 7'b0000111; end
    4'b1000: begin out = 7'b1111111; end
    4'b1001: begin out = 7'b1100111; end
    4'b1010: begin out = 7'b1110111; end
    4'b1011: begin out = 7'b1111100; end
    4'b1100: begin out = 7'b0111001; end
    4'b1101: begin out = 7'b1011110; end
    4'b1110: begin out = 7'b1111001; end
    4'b1111: begin out = 7'b1110001; end
    default: begin out = '0; end
  endcase
    if (~enable) begin
      out = 7'b0000000;
    end
end
endmodule
module score_tracker3(
    input logic clk, nRst, goodColl, badColl,
    output logic [7:0] current_score,
    output logic [7:0] dispScore,
    output logic [3:0] bcd_ones, bcd_tens, bcd_hundreds,
    output logic isGameComplete
);
    logic [7:0] nextCurrScore, nextHighScore, maxScore, deconcatenate;
    logic [7:0] currScore, highScore, nextDispScore;
    logic isGameComplete_nxt, last_collision, current_collision;
    logic [3:0] carry, next_bcd_ones, next_bcd_tens, next_bcd_hundreds;
    assign maxScore = 8'd140;
    always_ff @(posedge clk, negedge nRst) begin
        if (~nRst) begin
            currScore <= 8'b0;
            highScore <= 8'b0;
            dispScore <= 8'b0;
            bcd_ones <= 0;
            bcd_tens <= 0;
            bcd_hundreds <= 0;
            last_collision <= 0;
        end else begin
            currScore <= nextCurrScore;
            highScore <= nextHighScore;
            dispScore <= nextDispScore;
            bcd_ones <= next_bcd_ones;
            bcd_tens <= next_bcd_tens;
            bcd_hundreds <= next_bcd_hundreds;
            last_collision <= current_collision;
        end
    end
    always_comb begin
        nextCurrScore = currScore;
        isGameComplete = 1'b0;
        nextHighScore = highScore;
        next_bcd_ones = bcd_ones;
        next_bcd_tens = bcd_tens;
        next_bcd_hundreds = bcd_hundreds;
        deconcatenate = 0;
        current_collision = last_collision;
        if (goodColl && last_collision == 0) begin
            isGameComplete = 1'b0;
            nextCurrScore = currScore + 1;
            current_collision = 1;
            if (nextCurrScore > 139) begin
                deconcatenate = nextCurrScore - 140;
                next_bcd_ones = deconcatenate[3:0];
                next_bcd_tens= 4;
                next_bcd_hundreds = 1;
            end
            else if (nextCurrScore > 129) begin
                deconcatenate = nextCurrScore - 130;
                next_bcd_ones = deconcatenate[3:0];
                next_bcd_tens= 3;
                next_bcd_hundreds = 1;
            end
            else if (nextCurrScore > 119) begin
                deconcatenate = nextCurrScore - 120;
                next_bcd_ones = deconcatenate[3:0];
                next_bcd_tens= 2;
                next_bcd_hundreds = 1;
            end
            else if (nextCurrScore > 109) begin
                deconcatenate = nextCurrScore - 110;
                next_bcd_ones = deconcatenate[3:0];
                next_bcd_tens = 1;
                next_bcd_hundreds = 1;
            end
            else if (nextCurrScore > 99) begin
                deconcatenate = nextCurrScore - 100;
                next_bcd_ones = deconcatenate[3:0];
                next_bcd_tens= 0;
                next_bcd_hundreds = 1;
            end
            else if (nextCurrScore > 89) begin
                deconcatenate = nextCurrScore - 90;
                next_bcd_ones = deconcatenate[3:0];
                next_bcd_tens= 9;
                next_bcd_hundreds = 0;
            end
            else if (nextCurrScore > 79) begin
                deconcatenate = nextCurrScore - 80;
                next_bcd_ones = deconcatenate[3:0];
                next_bcd_tens= 8;
                next_bcd_hundreds = 0;
            end
            else if (nextCurrScore > 69) begin
                deconcatenate = nextCurrScore - 70;
                next_bcd_ones = deconcatenate[3:0];
                next_bcd_tens= 7;
                next_bcd_hundreds = 0;
            end
            else if (nextCurrScore > 59) begin
                deconcatenate = nextCurrScore - 60;
                next_bcd_ones = deconcatenate[3:0];
                next_bcd_tens= 6;
                next_bcd_hundreds = 0;
            end
            else if (nextCurrScore > 49) begin
                deconcatenate = nextCurrScore - 50;
                next_bcd_ones = deconcatenate[3:0];
                next_bcd_tens= 5;
                next_bcd_hundreds = 0;
            end
            else if (nextCurrScore > 39) begin
                deconcatenate = nextCurrScore - 40;
                next_bcd_ones = deconcatenate[3:0];
                next_bcd_tens = 4;
                next_bcd_hundreds = 0;
            end
            else if (nextCurrScore > 29) begin
                deconcatenate = nextCurrScore - 30;
                next_bcd_ones = deconcatenate[3:0];
                next_bcd_tens= 3;
                next_bcd_hundreds = 0;
            end
            else if (nextCurrScore > 19) begin
                deconcatenate = nextCurrScore - 20;
                next_bcd_ones = deconcatenate[3:0];
                next_bcd_tens = 2;
                next_bcd_hundreds = 0;
            end
            else if (nextCurrScore > 9) begin
                deconcatenate = nextCurrScore - 10;
                next_bcd_ones = deconcatenate[3:0];
                next_bcd_tens = 1;
                next_bcd_hundreds = 0;
            end else begin
                deconcatenate = nextCurrScore;
                next_bcd_ones = deconcatenate[3:0];
                next_bcd_tens = 0;
                next_bcd_hundreds = 0;
            end
            if (nextCurrScore > nextHighScore) begin
                nextHighScore = nextCurrScore;
            end
        end
        if (badColl || currScore >= maxScore) begin
            nextCurrScore = 0;
            isGameComplete = 1'b1;
            if (nextHighScore > 139) begin
                deconcatenate = nextHighScore - 140;
                next_bcd_ones = deconcatenate[3:0];
                next_bcd_tens= 4;
                next_bcd_hundreds = 1;
            end
            else if (nextHighScore > 129) begin
                deconcatenate = nextHighScore - 130;
                next_bcd_ones = deconcatenate[3:0];
                next_bcd_tens= 3;
                next_bcd_hundreds = 1;
            end
            else if (nextHighScore > 119) begin
                deconcatenate = nextHighScore - 120;
                next_bcd_ones = deconcatenate[3:0];
                next_bcd_tens= 2;
                next_bcd_hundreds = 1;
            end
            else if (nextHighScore > 109) begin
                deconcatenate = nextHighScore - 110;
                next_bcd_ones = deconcatenate[3:0];
                next_bcd_tens= 1;
                next_bcd_hundreds = 1;
            end
            else if (nextHighScore > 99) begin
                deconcatenate = nextHighScore - 100;
                next_bcd_ones = deconcatenate[3:0];
                next_bcd_tens= 0;
                next_bcd_hundreds = 1;
            end
            else if (nextHighScore > 89) begin
                deconcatenate = nextHighScore - 90;
                next_bcd_ones = deconcatenate[3:0];
                next_bcd_tens= 9;
                next_bcd_hundreds = 0;
            end
            else if (nextHighScore > 79) begin
                deconcatenate = nextHighScore - 80;
                next_bcd_ones = deconcatenate[3:0];
                next_bcd_tens= 8;
                next_bcd_hundreds = 0;
            end
            else if (nextHighScore > 69) begin
                deconcatenate = nextHighScore - 70;
                next_bcd_ones = deconcatenate[3:0];
                next_bcd_tens= 7;
                next_bcd_hundreds = 0;
            end
            else if (nextHighScore > 59) begin
                deconcatenate = nextHighScore - 60;
                next_bcd_ones = deconcatenate[3:0];
                next_bcd_tens= 6;
                next_bcd_hundreds = 0;
            end
            else if (nextHighScore > 49) begin
                deconcatenate = nextHighScore - 50;
                next_bcd_ones = deconcatenate[3:0];
                next_bcd_tens= 5;
                next_bcd_hundreds = 0;
            end
            else if (nextHighScore > 39) begin
                deconcatenate = nextHighScore - 40;
                next_bcd_ones = deconcatenate[3:0];
                next_bcd_tens = 4;
                next_bcd_hundreds = 0;
            end
            else if (nextHighScore > 29) begin
                deconcatenate = nextHighScore - 30;
                next_bcd_ones = deconcatenate[3:0];
                next_bcd_tens= 3;
                next_bcd_hundreds = 0;
            end
            else if (nextHighScore > 19) begin
                deconcatenate = nextHighScore - 20;
                next_bcd_ones = deconcatenate[3:0];
                next_bcd_tens = 2;
                next_bcd_hundreds = 0;
            end
            else if (nextHighScore > 9) begin
                deconcatenate = nextHighScore - 10;
                next_bcd_ones = deconcatenate[3:0];
                next_bcd_tens = 1;
                next_bcd_hundreds = 0;
            end else begin
                deconcatenate = nextHighScore;
                next_bcd_ones = deconcatenate[3:0];
                next_bcd_tens = 0;
                next_bcd_hundreds = 0;
            end
        end
        if(goodColl == 0 || last_collision == 1) begin
            current_collision = 0;
        end
        if (!isGameComplete_nxt) begin
                nextDispScore = nextCurrScore;
            end else begin
                nextDispScore = nextHighScore;
            if (nextCurrScore > nextHighScore) begin
                nextHighScore = nextCurrScore;
            end
        end
    end
    assign current_score = currScore;
endmodule

==> flow_summary_export.csv <==
group,metric,value,unit
status,status,"finished clean",
synth,ys_seq_elements,36,
clock_tree,cts_buffers,5,
sta,fin_crit_sh,77.5,%
place,gp_congestion,0.979,
setup_path,critPathMostFrequentCell,"ha_1",
global_routing,grt_max_degree,33,
clock_tree,cts_root_buf,"clkbuf_16",
sta,hold_viol,0,
setup_path,startpoint,"track1.currScore[3]",
route,wirelength,15.2,mm
setup_path,cp.arrival,6.63,ns
global_routing,grt.total_usage,17.7,%
clock_tree,path_clk_slew,0.06,ns
synth,synthesis.area,0.00502,mm^2
sta,slew_headroom,41.9,%
layout,drive_gt1_share,5.99,%
layout,nFillCells,1772,
power_and_ir_drop,ir_worst_vdd,78.0,uV
setup_path,critPathRequiredTime,8.50,ns
setup_path,critPathBufInv,3,
setup_path,cpLargestDelayFamily,"simple AND/OR/NAND/NOR gates",
synth,synth.avg_cell_area,7.35,um^2
clock_tree,cts_sinks,36,
global_routing,grt_pass1_wl,24.5,mm
clock_tree,clk_latency,0.28,ns
clock_tree,post_cts_resized,0,
worst_hold_path,worstHoldPathType,"register to register",
route,vias,4984,
global_routing,grt_overflow,0,
sta,tns,0,ns
route,post-route-drc-count,0,
route,drt_iter0_markers,604,
clock_tree,cts_hold_buf,0,
power_and_ir_drop,p_per_area,163,mW/mm^2
floorplan,die_w,131,um
sta,worstMarginPinSlew,0.862,ns
setup_path,rr_worst_depth,18,
synth,ys_cells,684,
floorplan,num_io_pins,126,
power_and_ir_drop,finalPower,0.000867,W
flow_run,warning_count,68,
synth,synthCells,684,
route,wl_per_cell,16.9,um
clock_tree,cts_tree,"built",
route,num_antenna_cells,0,
setup_path,slowest_stage,"dfrtp_1",
sta,setup_viol,0,
setup_path,crit_type,"register to register",
sta,finalClockSkew,0.00539,ns
floorplan,initCoreUtil,31.2,%
synth,ys_types,81,
place,hpwlAfterDp,11.5,mm
synth,seq_area_frac_synth,17.9,%
clock_tree,cts_setup_buffers,0,
worst_hold_path,min_from,"posDetector2.N[1]",
setup_path,r2r-end,"track1.bcd_ones[3]",
setup_path,critPathLaunchType,"register",
sta,fmax,156,MHz
flow_run,maxCapViolCount,0,
setup_path,end_kind,"register",
synth,edf_count,0,
clock_tree,max-clock-path-buffers,2,
place,numPortBuffers,24,
clock_tree,h-tree-depth,2,
power_and_ir_drop,power.leakage,2.24,nW
route,vias_per_cell,5.54,
sta,rsz0062_at_grt,"no",
sta,finalMaxSlewViolations,0,
floorplan,chip_area,0.0173,mm^2
floorplan,rows,46,
synth,ys_area,0.00502,mm^2
worst_hold_path,min_path_cells,0,
sta,min_period,6.43,ns
synth,ys_warn_count,77,
setup_path,path_cells,"nand3_2, o31a_1, nor2_2, inv_2, ha_1, o21ai_1, nor2_1, nand4bb_1, nand2_1, buf_4, a21o_1, inv_1, ha_1, or3_1, and2_1, a222oi_1, a211oi_1, o211ai_1",
layout,syn_to_final_growth,5.63,%
floorplan,die_h,131,um
setup_path,critPathMaxFanout,18,
synth,ys.flop_type,"dfrtp_1",
route,ant_nets,0,
setup_path,max_stage_delay,0.72,ns
setup_path,rr_startpoint,"track1.currScore[3]",
global_routing,grt_pass1_vias,4375,
global_routing,antenna_found_initial,0,
setup_path,r2r_setup_slack,1.87,ns
worst_hold_path,hold_path_end,"posDetector2.sig_out[1]",
synth,async_flop_share,100,%
floorplan,core_area,0.0161,mm^2
route,first_pass_iters,5,
[layer usage]
metal	vias to the layer above	track usage (%)	wire length (um)
met2	283	26.3	6460
met3	39	2.64	1370
li1	2345	-	-
met5	-	0	0
met4	0	4.65	496
met1	2317	27.0	6860
[synthesized netlist by cell type, types with 3 or more instances]
master | number | area (um^2)
xnor2_1 | 17 | 149
o211a_1 | 3 | 30.0
o22ai_1 | 3 | 18.8
o31a_1 | 3 | 26.3
a211o_1 | 4 | 35.0
o311ai_0 | 4 | 35.0
o211ai_1 | 10 | 75.1
o31ai_1 | 7 | 52.6
nand3_1 | 24 | 120
xor2_1 | 5 | 43.8
o32ai_1 | 3 | 26.3
a21o_1 | 9 | 67.6
nor3_1 | 18 | 90.1
o2111ai_1 | 4 | 35.0
nand2_1 | 49 | 184
nand4_1 | 9 | 56.3
nor2_1 | 70 | 263
a211oi_1 | 13 | 97.6
or3_1 | 6 | 37.5
nand3b_1 | 4 | 30.0
ha_1 | 27 | 338
inv_1 | 30 | 113
a31oi_1 | 17 | 106
nand2b_1 | 9 | 56.3
inv_2 | 4 | 15.0
mux2i_1 | 12 | 120
a2bb2oi_1 | 5 | 43.8
o221ai_1 | 3 | 26.3
mux2_2 | 3 | 33.8
buf_2 | 15 | 75.1
a21oi_1 | 36 | 180
o21ai_1 | 10 | 50.1
buf_1 | 4 | 15.0
buf_4 | 72 | 541
clkbuf_1 | 22 | 82.6
and3_1 | 6 | 37.5
a221oi_1 | 4 | 35.0
dfrtp_1 | 36 | 901
o21ai_0 | 33 | 165
and2_1 | 6 | 37.5
a221o_1 | 4 | 40.0
nor2b_1 | 6 | 37.5
o21a_1 | 5 | 37.5
[cell type report]
type | instances | area [um^2] | share of cell area, %
Sequential cell | 36 | 901 | 17.0
Clock buffer | 5 | 125 | 2.36
Multi-Input combinational cell | 572 | 3550 | 66.9
Inverter | 34 | 128 | 2.40
Clock inverter | 3 | 18.8 | 0.354
Tap cell | 216 | 270 | 5.09
Timing Repair Buffer | 34 | 315 | 5.94
[placed cells by master (no fill, tap or decap), types with 5 or more instances in the layout]
master,synthesis,final
o21a_1,5,5
conb_1,1,72
or3_1,6,6
a31oi_1,17,17
ha_1,27,27
nor2_1,70,70
o21ai_0,33,33
clkbuf_16,0,5
nand2b_1,9,9
a211oi_1,13,13
inv_1,30,30
nand4_1,9,9
mux2i_1,12,12
dfrtp_1,36,36
nand2_1,49,49
and3_1,6,6
clkdlybuf4s50_1,0,24
nor2b_1,6,6
o31ai_1,7,7
nand3_1,24,24
a2bb2oi_1,5,5
a21oi_1,36,36
and2_1,6,6
nor3_1,18,18
xnor2_1,17,17
buf_4,72,10
o211ai_1,10,10
o21ai_1,10,10
a21o_1,9,9
xor2_1,5,5
[worst max path at each step]
stage	slack, ns	end	cells past startpoint
after CTS	2.09	track1.bcd_ones[3]	18
after global routing	1.45	track1.bcd_ones[3]	19
final	1.87	track1.bcd_ones[3]	18
[where the power goes]
part	internal, W	switching [W]	leakage (nW)
registers	0.000203	0.0000451	0.472
logic	0.000163	0.000269	1.69
clock network	0.000111	0.0000756	0.0736
total	0.000477	0.000390	2.24
[flip-flops by register name, indices dropped and copies added, names as in the netlist, 2 cells and up]
signal and count:
toggle1.displayOut 4, posDetector2.N 2, track1.bcd_tens 4, posDetector2.sig_out 2, toggle1.blinkToggle 2, track1.currScore 8, track1.highScore 8, track1.bcd_ones 4
[per-stage QoR]
stage | utilization [%] | instances | setup slack [ns] | area, um^2 | hold WS (ns)
finish | 32.9 | 900 | 1.87 | 5310 | 0.373
global route | 32.9 | 900 | 1.45 | 5310 | 0.389
CTS | 32.9 | 900 | 2.09 | 5310 | 0.378
detailed placement | 32.0 | 892 | 2.13 | 5160 | 0.365
global placement | 32.0 | 892 | 2.05 | 5160 | 0.355
floorplan | - | 755 | 3.92 | 5290 | 0.345
[logic make-up after synthesis]
kind of cell | synth area share, %
other | 0.0746
buffers and inverters | 16.7
xor gates and xnor gates | 3.83
muxes | 3.06
DFF | 17.9
AOI/OAI and AO/OA | 28.3
adders and majority gates | 7.12
and+or+nand+nor | 22.9
No activity file was given, so power comes from the tool's default toggle rates.
