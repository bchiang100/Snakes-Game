==> design/flow/design.v <==
module dac_counter 
#(
    parameter N = 8
)
(
    input logic clk, nRst, at_max,
    output logic [N - 1:0] dacCount
);
logic [N - 1:0] dacCount_nxt;
always_ff @(posedge clk, negedge nRst) begin
    if (~nRst) begin
        dacCount <= 0;
    end else begin
        dacCount <= dacCount_nxt;
    end
end
always_comb begin
    if (at_max)
        dacCount_nxt = dacCount + 1;
    else
        dacCount_nxt = dacCount;
end
endmodule
module oscillator
#(
    parameter N = 8
)
(
    input logic clk, nRst,
    input logic goodColl, badColl,
    output logic at_max
);
logic [23:0] timer, timer_nxt;
logic [7:0] freq, freq_nxt;
logic [N - 1:0] count, count_nxt;
logic [23:0] stayCount, stayCount_nxt;
logic at_max_nxt, keepCounting, keepCounting_nxt;
always_ff @(posedge clk, negedge nRst) begin
    if (~nRst) begin
        count <= 0;
        at_max <= 0;
        stayCount <= 0;
        keepCounting <= 0;
        freq <= 0;
        timer <= 0;
    end else begin
        count <= count_nxt;
        at_max <= at_max_nxt;
        stayCount <= stayCount_nxt;
        keepCounting <= keepCounting_nxt;
        freq <= freq_nxt;
        timer <= timer_nxt;
    end
end
always_comb begin
    at_max_nxt = at_max;
    count_nxt = count;
    keepCounting_nxt = keepCounting;
    stayCount_nxt = stayCount;
    timer_nxt = timer;
    freq_nxt = freq;
    if (goodColl && ~keepCounting) begin
        freq_nxt = 8'd89;  
        timer_nxt = 3000000;
    end
    if (badColl && ~keepCounting) begin
        freq_nxt = 8'd156;  
        timer_nxt = 10000000;
    end
    if (at_max == 1'b1) begin
        at_max_nxt = 1'b0;
    end
    if (goodColl || badColl) begin
        keepCounting_nxt = 1'b1;
    end
    if (keepCounting_nxt) begin
        if (stayCount < timer) begin
            if (count < freq_nxt) begin
                count_nxt = count + 1;
            end else if (count >= freq_nxt) begin 
                at_max_nxt = 1'b1;
                count_nxt = 0;
            end
            stayCount_nxt = stayCount + 1;
        end else begin
            keepCounting_nxt = 1'b0;
            stayCount_nxt = 0;
        end
    end else if (~keepCounting_nxt) begin
        count_nxt = 0;
        at_max_nxt = 1'b0;
    end
end
endmodule
typedef enum logic {
    OFF = 1'b0,
    ON = 1'b1
} MODE_TYPES;
module sound_generator
#(
    parameter N = 8
)
(
    input logic clk, rst, goodColl_i, badColl_i, button_i,
    input logic [3:0] direction_i,
    output logic [N - 1:0] soundOut
);
    logic goodColl, badColl, toggleMode;
    logic [3:0] newDirection;
    logic at_max;
    logic notUsed;
    sound_posedge_detector posDetector1 (.clk(clk), .nRst(~rst), .button_i(notUsed), .button(toggleMode), .goodColl_i(goodColl_i), .badColl_i(badColl_i), .goodColl(goodColl), .badColl(badColl));
    oscillator osc1 (.at_max(at_max), .clk(clk), .nRst(~rst),.goodColl(goodColl), .badColl(badColl));
    dac_counter dac1 (.dacCount(soundOut), .clk(clk), .nRst(~rst), .at_max(at_max));
endmodule
module sound_posedge_detector (
    input logic clk, nRst, goodColl_i, badColl_i, button_i,
    output logic goodColl, badColl, button
);
logic [1:0] N;
logic [1:0] sig_out;
logic [1:0] posEdge;
always_ff @(posedge clk, negedge nRst) begin
    if (~nRst) begin
        N <= 2'b0;
        sig_out <= 2'b0;
    end else begin
        N <= {goodColl_i, badColl_i};
        sig_out <= N;
    end
end
assign posEdge = N & ~sig_out | (N & sig_out);
assign goodColl = N[1] & ~sig_out[1] | (N[1] & sig_out[1]);
assign badColl = N[0] & ~sig_out[0] | (N[0] & sig_out[0]);
endmodule
==> design/flow/run.sh <==
#!/bin/bash
# OpenROAD 26Q1-2900-gdf79404cd8, Yosys 0.63+post, stock flow scripts
make -C /OpenROAD-flow-scripts/flow DESIGN_CONFIG=/design/flow/config.mk WORK_HOME=/design/flow/orfs finish
==> design/flow/config.mk <==
export PLATFORM = sky130hd
export DESIGN_NAME = sound_generator
export DESIGN_NICKNAME = sound_generator
export VERILOG_FILES = /design/flow/design.v
export SDC_FILE = /design/flow/constraint.sdc
export NUM_CORES = 4
export LEC_CHECK = 1
export CORE_UTILIZATION = 40
==> design/flow/constraint.sdc <==
current_design sound_generator

set clk_period 3.2
set clk_io_pct 0.2

create_clock -name clk0 -period $clk_period [get_ports {clk}]

set non_clock_inputs [all_inputs -no_clocks]
set_input_delay [expr $clk_period * $clk_io_pct] -clock clk0 $non_clock_inputs
set_output_delay [expr $clk_period * $clk_io_pct] -clock clk0 [all_outputs]
==> metrics.cfg <==
[placement]
dp_hpwl_mm=3.44
place_area_mm2=0.00289
port-buffer-count=11
gp_congestion=0.805
place_inst=353

[logic_synthesis]
ys_warn_count=3
edf_count=0
synth_area_mm2=0.00270
synthArstFlopShare_pct=100
area_leaders=dfrtp_1 45%, ha_1 9.3%, nor2_1 4.6%
ys_cells=269
ff_type=dfrtp_1
ys_seq_share_pct=45.3
avgSynthCellArea_um2=10.1
synth_flop_count=49
yosys_area_mm2=0.00270
yosys.area.top_type=dfrtp_1
synthCells=269
synth.top_cell.area_share_pct=45.3
synth_cell_types=45

[final_timing]
fin_hold_ws_ps=471
finalCritPeriodShare_pct=84.6
setup_tns_ps=0
finalClockSkew_ps=15.8
relSlewSlack_pct=49.5
slew_violations=0
rsz0062_at_grt=no
max_freq_mhz=369
min_period_ps=2710
setup_viol=0
worstMarginPinSlew_ps=757
hold_violations=0

[routing]
wl_per_cell_um=13.9
dr.first_iter.drc_count=60
via_per_inst=5.37
antenna_cells=0
detail-route-antenna-nets=0
drc=0
finalWirelength_mm=5.00
vias=1940
dr.pass1.iters=4

[critical_path]
timing.critical_path.buf_inv=0
crit_slowest_cell=o211ai_1
rrSetupSlack_ps=490
worst_setup_path_start_kind=flop
path_class=flop to flop
cpMostUsedCell=o211ai_1
cp-end-kind=flop
path_cells=nor2b_1, a21oi_1, ha_1, and4b_1, o211ai_1, o211ai_1, nor2_1, a32o_1
cp.required_ps=3400
path_delay_family=AND-OR/OR-AND gates
cpPeakStageDelay_ps=550
crit_path_max_fanout=10
critical_path_arrival_ps=2900

[clock_tree]
clkSinkCount=49
cts_tree=yes
cts_hold_buf=0
numCtsBuffers=5
cts_buffer_depth=2
cts-root-buf=clkbuf_8
post_cts_buffers=0
clock_latency_ps=310
cts.clk_slew.worst_paths_ps=100
htreeDepth=2
ctsResizeCount=0

[layout]
most-common-layout-cells=49 x dfrtp_1, 33 x nor2_1, 20 x nand2_1, 20 x ha_1
final_cells=361
lay_top_count=dfrtp_1
drive_gt1_share_pct=6.69
area_growth_pct=10.5
design_area_mm2=0.00299
postLayoutCoreUtil_pct=46.5

[global_routing]
grt_max_degree=33
grt_pass1_vias=1880
antenna_found_initial=0
grt_first_pass_wirelength_mm=8.92
grt_use_total_pct=15.7
grt_overflow=0

[flow_run]
warnings=30
drv_cap=0

[die]
die_width_um=84.2
fp_util_pct=42.1
num_rows=29
core_mm2=0.00642
io_pins=17
die_area_mm2=0.00709
fp.dieH_um=84.2

[pwr]
powerDensity_mw_per_mm2=521
switching_share_pct=31.2
p_leak_nw=1.38
clkPwrFrac_pct=24.6
p_comb_share_pct=21.8
ir_worst_vdd_v=0.000273
intPower_mw=1.07
seq_power_share_pct=53.6
p_sw_mw=0.486

[min_path]
hold_class=flop to flop

[run_status]
outcome=completed

-- power groups by stage --
stage     Sequential [mW]  Clock, mW  Combinational, mW
6_report            0.835      0.383              0.339
4_1_cts             0.833      0.404              0.344
5_1_grt             0.856      0.423              0.393
-- cell families after synthesis --
kind of cell | synth area share (%)
compound gates | 12.9
fa+ha+maj | 9.25
flops | 45.3
mux | 1.16
buf+inv | 2.78
simple gates | 21.1
xor+xnor | 7.45
-- sequential cells by signal, summed over array words and instances (netlist names) --
signal             cells
osc1.timer             3
osc1.stayCount        24
osc1.at_max            1
osc1.freq              2
dac1.dacCount          8
posDetector1.N         2
osc1.keepCounting      1
osc1.count             8
-- final cells by class --
class | count | area [um2]
Multi-Input combinational cell | 203 | 1400
Sequential cell | 49 | 1230
Clock buffer | 5 | 68.8
Fill cell | 584 | 3440
Tap cell | 77 | 96.3
Clock inverter | 3 | 26.3
Inverter | 11 | 41.3
Timing Repair Buffer | 13 | 125
-- layer usage --
metal	wire, um	global-route usage (%)	vias to the layer above
li1	-	-	995
met2	2130	24.2	19
met3	132	1.99	7
met4	55	1.57	0
met1	2680	25.8	919
met5	0	0	-
-- cells in the mapped netlist (2+ instances only) --
cell      instances
ha_1             20
o211ai_1          2
nor2b_1           2
clkbuf_1          2
nand3_1          14
a21oi_1           9
a211o_1           3
nand2b_1          4
o21ai_1           4
nand2_1          20
o22ai_1           2
buf_2             3
nor3b_1           3
nor2_1           33
a32o_1            6
or3_1             3
o21ai_0          10
and3_1           10
mux2i_1           2
xnor2_1           9
nand4b_1          2
nor3_1            4
dfrtp_1          49
inv_1            11
o21a_1            2
and4b_1           2
xor2_1           14
nand4_1           7
-- through the flow --
step	setup slack [ps]	power, mW
detailed placement	575	1.19
floorplan	993	1.07
CTS	519	1.58
global route	256	1.67
global placement	539	1.17
finish	493	1.56
-- final timing paths --
kind,from,endpoint,cells after the start
max in group asynchronous,rst,osc1.freq[2]$_DFF_PP0_,3
worst min register to register,dac1.dacCount[7]$_DFFE_PP0P_,dac1.dacCount[7]$_DFFE_PP0P_,1
worst max-delay path,osc1.keepCounting$_DFF_PP0_,osc1.count[5]$_DFFE_PP0P_,8
worst min-delay path,dac1.dacCount[7]$_DFFE_PP0P_,dac1.dacCount[7]$_DFFE_PP0P_,1
min in group asynchronous,rst,dac1.dacCount[3]$_DFFE_PP0P_,2
worst max register to register,osc1.keepCounting$_DFF_PP0_,osc1.count[5]$_DFFE_PP0P_,8
No activity file was given, so power comes from the tool's default toggle rates.
